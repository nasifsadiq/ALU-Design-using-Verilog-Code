File: flow/run.sh
#!/bin/bash
# OpenROAD 26Q1-2900-gdf79404cd8, Yosys 0.63+post, stock flow scripts
make -C /OpenROAD-flow-scripts/flow DESIGN_CONFIG=/design/flow/config.mk WORK_HOME=/design/flow/orfs finish
File: flow/config.mk
export PLATFORM = sky130hd
export DESIGN_NAME = projectv2
export DESIGN_NICKNAME = projectv2
export VERILOG_FILES = /design/flow/design.v
export SDC_FILE = /design/flow/constraint.sdc
export NUM_CORES = 4
export LEC_CHECK = 1
export CORE_UTILIZATION = 30
File: flow/constraint.sdc
current_design projectv2

set clk_period 2.0
set clk_io_pct 0.2

create_clock -name clk0 -period $clk_period [get_ports {clk}]

set non_clock_inputs [all_inputs -no_clocks]
set_input_delay [expr $clk_period * $clk_io_pct] -clock clk0 $non_clock_inputs
set_output_delay [expr $clk_period * $clk_io_pct] -clock clk0 [all_outputs]
File: flow/design.v
module projectv2( A,B,opCode,clk,C,Carry,Sign,Zero);
    input clk;
    input [3:0] A,B;
   input [2:0] opCode;
   reg [1:0] tmp,tmp2,tmp3,tmp4;
    reg [1:0] temp,temp2,temp3,temp4;
   output reg [3:0] C;
   output reg Carry,Sign,Zero;
    parameter do_reset = 3'b000, do_x_or = 3'b001, do_sub=3'b010, do_nand=3'b011, do_add=3'b100;
    reg[2:0] current_state,sub_state,sub_next_state,sub_current_state;
    parameter sub2_S0 = 3'b000, sub2_S1 = 3'b001, sub2_S2=3'b010, sub2_S3=3'b011, sub2_S4=3'b100;
    reg[2:0] nand_next_state,nand_current_state;
	parameter nand2_S0 = 3'b000, nand2_S1 = 3'b001, nand2_S2=3'b010, nand2_S3=3'b011, nand2_S4=3'b100;
	reg[2:0] add_next_state,add_current_state;
	parameter add2_S0 = 3'b000, add2_S1 = 3'b001, add2_S2=3'b010, add2_S3=3'b011, add2_S4=3'b100;
	reg[2:0] x_or_next_state,x_or_current_state;
	parameter x_or2_S0 = 3'b000, x_or2_S1 = 3'b001, x_or2_S2=3'b010, x_or2_S3=3'b011, x_or2_S4=3'b100;
always @(posedge clk)
	begin
		if (opCode == do_sub)
		begin
			current_state = do_sub;
			sub_current_state = sub_next_state;
			case(sub_current_state)
				sub2_S0: sub_next_state = sub2_S1;
				sub2_S1: sub_next_state = sub2_S2;
				sub2_S2: sub_next_state = sub2_S3;
				sub2_S3: sub_next_state = sub2_S4;
				sub2_S4: sub_next_state = sub2_S0;
			endcase
		end
		if (opCode == do_nand)
				begin
					current_state = do_nand;
					nand_current_state = nand_next_state;
					case(nand_current_state)
						nand2_S0: nand_next_state = nand2_S1;
						nand2_S1: nand_next_state = nand2_S2;
						nand2_S2: nand_next_state = nand2_S3;
						nand2_S3: nand_next_state = nand2_S4;
						nand2_S4: nand_next_state = nand2_S0;
					endcase
				end
			if (opCode == do_add)
				begin
					current_state = do_add;
					add_current_state = add_next_state;
					case(add_current_state)
						add2_S0: add_next_state = add2_S1;
						add2_S1: add_next_state = add2_S2;
						add2_S2: add_next_state = add2_S3;
						add2_S3: add_next_state = add2_S4;
						add2_S4: add_next_state = add2_S0;
					endcase
				end
			if (opCode == do_x_or)
				begin
					current_state = do_x_or;
					x_or_current_state = x_or_next_state;
					case(x_or_current_state)
						x_or2_S0: x_or_next_state = x_or2_S1;
						x_or2_S1: x_or_next_state = x_or2_S2;
						x_or2_S2: x_or_next_state = x_or2_S3;
						x_or2_S3: x_or_next_state = x_or2_S4;
						x_or2_S4: x_or_next_state = x_or2_S0;
					endcase
				end
	end
always @(current_state)
    begin
		if(current_state == do_sub)
			case(sub_current_state)
				sub2_S1:
				begin
					temp = A[0] - B[0];
					C[0]=temp[0];
					Carry = temp[1];
				end
				sub2_S2:
				begin
					temp2=A[1] - B[1] - temp;
					C[1]=temp2[0];
					Carry = temp2[1];
				end
				sub2_S3:
				begin
					temp3=A[2] - B[2] - temp2;
					C[2]=temp3[0];
					Carry = temp3[1];
				end
				sub2_S4:
				begin
					temp4=A[3] - B[3] - temp3;
					C[3]=temp4[0];
					Carry = temp4[1];
					Zero = C == 0?1:0;
					Sign = C[3] == 0?0:1;
				end
			endcase
		if(current_state == do_nand)
			case(nand_current_state)
				nand2_S1:
				begin
					C[0]=~(A[0] & B[0]);
					Carry = 0;
				end
                nand2_S2:
				begin
					C[1]=~(A[1] & B[1]);
					Carry = 0;
				end
                nand2_S3:
				begin
					C[2]=~(A[2] & B[2]);
					Carry = 0;
				end
                nand2_S4:
                begin
					C[3]=~(A[3] & B[3]);
					Carry = 0;
					Zero = C == 0?1:0;
					Sign = C[3] == 0?0:1;
				end
			endcase
		if(current_state == do_add)
			case(add_current_state)
				add2_S1:
				begin
					tmp = (A[0] + B[0]);
					C[0]=tmp[0];
					Carry = tmp[1];
				end
			    add2_S2:
			    begin
					tmp2 = (A[1] + B[1] + tmp[1]);
					C[1]=tmp2[0];
					Carry = tmp2[1];
				end
			    add2_S3:
			    begin
					tmp3 = (A[2] + B[2] + tmp2[1]);
					C[2]=tmp3[0];
					Carry = tmp3[1];
					end
			    add2_S4:
				begin
					tmp4 = (A[3] + B[3] + tmp3[1]);
					C[3]=tmp4[0];
					Carry = tmp4[1];
					Zero = C == 0?1:0;
					Sign = C[3] == 0?0:1;
				end
			endcase
		if(current_state == do_x_or)
			case(x_or_current_state)
				x_or2_S1:
				begin
					C[0]=(A[0] ^ B[0]);
					Carry = 0;
				end
                x_or2_S2:
                begin
					C[1]=(A[1] ^ B[1]);
					Carry = 0;
				end
                x_or2_S3:
                begin
					C[2]=(A[2] ^ B[2]);
					Carry = 0;
				end
                x_or2_S4:
				begin
					C[3]=(A[3] ^ B[3]);
					Carry = 0;
					Zero = C == 0?1:0;
					Sign = C[3] == 0?0:1;
				end
			endcase
	end
endmodule
==> summary.txt <==
The layout was made with Yosys and OpenROAD.

The number of cells in the finished layout apart from fillers is 340. Compared with the post-synthesis result, the final layout area differs by 16.1%. The cell accounting for the most synthesized area is sky130_fd_sc_hd__edfxtp_1. The overall die size recorded for this design is 7930 um^2. The total cell area reported by yosys after synthesis is 2270 um^2. Per the run summary, max-cap violations total 0. The count of endpoints without a timing constraint is 23. The overall die width is 89.1 um.

The post-cts resize count is 0. The timer found 16 register pins that no clock reaches; their paths are not timed. The number of I/O pins is 19. At the pin with the least slew margin, the transition time is 0.703 ns. The count of library flops with an enable pin is 24.

For reference, full adder, half adder and majority cells occupy 8.47% of the area reported after synthesis. In the final layout, the share of cells above drive strength 1 is 7.88%. The critical path in this run is classified as in2reg. The global-route wire length before repair is 6960 um. The hold violation count in the final report is 0. Looking at the critical path, the highest net fanout was 4. The share of the synthesized netlist area taken by xor and xnor gates is 3.85%. Clock tree synthesis inserted a total of 3 buffers. The synthesized instance count is 218. Yosys instantiated no cell more often than sky130_fd_sc_hd__edfxtp_1. The via count of the first global-routing pass is 1502. Once detail routing completed, the nets flagged for antenna violations numbered 0. For reference, the post-synthesis area per instance comes to 10.4 um^2. The tightest slew margin relative to the limit is 52.5%. The number of input and output port buffers inserted is 18.

CTS built an H-tree with a depth of 1. The pre-placement core utilization is 31.2%. Measured against the total synthesized area, the mux share comes to 7.48%. The required time at the worst-slack endpoint is 1.98 ns. Across all hold checks on the routed design, the worst slack comes to 0.509 ns. The number of vias after detailed routing is 1599. The power density over the cells is 505 nW/um^2. The synthesis stat section lists a flop and latch total of 44.

The number of violations reported at the end of detailed-routing iteration 0 is 49. The later pin in the worst-skew pair is clocked with a latency of 0.26 ns. The total wire length after detailed routing is 4140 um. Note, the detailed placer reported a final HPWL of 3360 um.

The script extracted a total leakage power of 1.06 nW. On the worst setup and hold paths after CTS, the clock-pin slew comes to 0.09 ns. Counting I/O delays and the setup requirement, the final critical path takes 1.53 ns. The initialized floorplan defines 31 standard-cell rows. The highest ir drop seen on vdd is 0.000350 V. Setup repair after global routing left no endpoint under its margin. The via count normalized by instance count is 4.70.

Among all flip-flop cells after synthesis, the most frequent one is sky130_fd_sc_hd__edfxtp_1. The critical path launch point type is an input port. The main area contributors are sky130_fd_sc_hd__edfxtp_1 (32%), sky130_fd_sc_hd__dlxtn_1 (6.6%), sky130_fd_sc_hd__fa_1 (5.3%). The dominant combinational cell family by area after synthesis is simple AND/OR/NAND/NOR gates. The number of detailed-route iterations in the first pass is 4. The number of synthesis warnings is 15. The clock passes through at most 2 buffers. The core region is 7290 um^2.

Per the OpenROAD floorplan log, the height of the die is 89.1 um. The fraction of registers with async set or reset after synthesis is 0%. The initial antenna violation count was 0. Dividing the detail-routed wire length by the instance count gives 12.2 um. The commonest cells after synthesis are sky130_fd_sc_hd__edfxtp_1 (24), sky130_fd_sc_hd__nor2_1 (23), sky130_fd_sc_hd__inv_1 (22), sky130_fd_sc_hd__nand2_1 (14). Per the detail_route report, DRC violations left total 0.

Counting instances, the worst hold path has a depth of 2. Recorded from the global router log, the overflow total was 0. The post-synthesis share of cell area spent on and-or and or-and gates is 8.42%. OpenROAD reports that the post-layout worst path occupies 76.4% of the period. Synthesis instantiated 53 different standard cells from the library. STA reports the tightest min-delay check as being of type reg2reg. The netlist area before placement is 2270 um^2.

TritonCTS built the clock tree. The critical path arrival is 1.51 ns. The worst setup path is captured at a flip-flop.

The final weighted congestion recorded by global placement is 0.841. The maximum number of pins on one net before global-route repair is 16. The top cell type by area accounts for 31.7% of the synthesized area. The maximum clock frequency is 654 MHz.

The number of placed cells counting well taps is 336. The buffer cell driving the clock tree root is sky130_fd_sc_hd__clkbuf_8. The number of cells in the yosys synthesis report is 218. After clock tree synthesis, the flow added hold-fix buffers numbering 0.

The final layout reports a setup TNS of 0 ns. The run finished with clean final reports. The final timing report counts setup violations totalling 0.

After layout, the setup clock skew is reported as 0.000609 ns. Total global-route track usage over all layers is 11.8%. The cell count of the worst reg-to-reg path is 2.

The post-CTS setup buffer count is 0. The final timing report lists a max-slew violation count of 0. The number of logged tool warnings is 26. Antenna repair during routing inserted a diode count of 0. For reference, simple AND, OR, NAND and NOR cells occupy 21.4% of the area reported after synthesis.
[through the flow]
stage                     worst slack, ns  total power [mW]  util (%)  instance area (um^2)
after floorplan                     0.625             0.896         -                  2270
after global placement              0.197              1.01      35.5                  2590
after detailed placement            0.185              1.01      35.5                  2590
after CTS                           0.468              1.34      36.2                  2640
after global routing                0.408              1.41      36.2                  2640
final                               0.471              1.33      36.2                  2640
[cells by family after synthesis]
group / Yosys count
flip-flops: 28
latches: 16
multiplexers: 14
XOR/XNOR: 10
buffers and inverters: 25
AND/OR/NAND/NOR: 82
adder cells (fa/ha/maj): 12
AND-OR/OR-AND: 31
[cell type report]
cell class | instances | area [um^2]
multi-input cells | 149 | 1130
clock buffers | 4 | 55.1
inverters | 22 | 82.6
flip-flops and latches | 44 | 1040
fillers | 755 | 4650
well taps | 99 | 124
repair buffers | 22 | 210
[worst max-delay path, stage by stage]
cell and delay [ns]:
sky130_fd_sc_hd__clkdlybuf4s50_1 0.52, sky130_fd_sc_hd__nor2b_1 0.19, sky130_fd_sc_hd__nor2b_1 0.20, sky130_fd_sc_hd__and2_1 0.21
[metal layers]
metal / up-vias / global-route usage [%] / part of all wire [%]
met3: 8 / 0.655 / 3.2
met1: 737 / 18.8 / 53
li1: 826 / - / -
met2: 28 / 18.5 / 42
met4: 0 / 2.45 / 1.9
met5: - / 0 / 0
[worst paths after layout]
check                                       start           endpoint  slack, ns
worst max-delay path                    opCode[1]  sub_next_state[2]       0.47
worst min register to register   current_state[3]   current_state[3]       0.51
worst min-delay path             current_state[3]   current_state[3]       0.51
worst max register to register  add_next_state[0]  add_next_state[1]       0.82
[placed cells by master, fill, tap and decap left out, types with 5 or more instances in the layout]
cell / netlist / final
sky130_fd_sc_hd__edfxtp_1: 24 / 24
sky130_fd_sc_hd__nor2_1: 23 / 23
sky130_fd_sc_hd__inv_1: 22 / 22
sky130_fd_sc_hd__clkdlybuf4s50_1: 0 / 18
sky130_fd_sc_hd__nand2_1: 14 / 14
sky130_fd_sc_hd__dlxtn_1: 10 / 10
sky130_fd_sc_hd__o21ai_0: 10 / 10
sky130_fd_sc_hd__a21oi_1: 9 / 9
sky130_fd_sc_hd__mux2i_1: 8 / 8
sky130_fd_sc_hd__xnor2_1: 7 / 7
sky130_fd_sc_hd__fa_1: 6 / 6
sky130_fd_sc_hd__dlxtp_1: 6 / 6
sky130_fd_sc_hd__nor2b_1: 5 / 5
sky130_fd_sc_hd__nand3_1: 5 / 5
sky130_fd_sc_hd__ha_1: 5 / 5
[power breakdown]
group	total [mW]	switching, mW	leakage (nW)	internal (mW)
Sequential	0.734	0.0449	0.382	0.689
Combinational	0.269	0.118	0.649	0.150
Clock	0.330	0.154	0.0288	0.176
Total	1.33	0.318	1.06	1.02
Power figures rest on the tool's default switching activity, not on a simulated workload.
